[flow/config.mk]
export PLATFORM = sky130hd
export DESIGN_NAME = instr_width_converter
export DESIGN_NICKNAME = instr_width_converter
export VERILOG_FILES = /design/flow/design.v
export SDC_FILE = /design/flow/constraint.sdc
export NUM_CORES = 4
export LEC_CHECK = 1
export CORE_AREA = 10 10 97 97
export DIE_AREA = 0 0 107 107
[flow/constraint.sdc]
current_design instr_width_converter

set clk_period 3.3
set clk_io_pct 0.2

create_clock -name clk0 -period $clk_period [get_ports {clk_i}]

set non_clock_inputs [all_inputs -no_clocks]
set_input_delay [expr $clk_period * $clk_io_pct] -clock clk0 $non_clock_inputs
set_output_delay [expr $clk_period * $clk_io_pct] -clock clk0 [all_outputs]
[flow/design.v]
package apu_package;
   parameter FPU                 = 1;
   parameter SHARED_FP           = 1;
   parameter SHARED_DSP_MULT     = SHARED_FP ? 1 : 0;  
   parameter SHARED_INT_DIV      = SHARED_FP ? 0 : 0;  
   parameter SHARED_FP_DIVSQRT = 2;
   parameter SHARED_INT_MULT   = 0;
   parameter NARGS_CPU     = 3;
   parameter WOP_CPU       = 6;
   parameter NUSFLAGS_CPU  = 5;
   parameter NDSFLAGS_CPU  = 15;
   parameter APUTYPE_FP   = (SHARED_FP) ? SHARED_DSP_MULT + SHARED_INT_MULT + SHARED_INT_DIV : 0;
   parameter APU_FLAGS_FP = 2;
   parameter C_APUTYPES   = (SHARED_FP) ? (SHARED_FP_DIVSQRT==1) ? APUTYPE_FP+6 : (SHARED_FP_DIVSQRT==2) ? APUTYPE_FP+5 : APUTYPE_FP+4 : SHARED_DSP_MULT + SHARED_INT_DIV + SHARED_INT_MULT;
   parameter WAPUTYPE     = $clog2(C_APUTYPES);
endpackage
package pulp_cluster_package;
  typedef struct packed {
      logic [31:0] idx;
      logic [31:0] start_addr;
      logic [31:0] end_addr;
  } addr_map_rule_t;
  parameter NB_SPERIPH_PLUGS_EU  =  2;
  parameter NB_MPERIPHS          =  1;
  parameter NB_SPERIPHS          = 10;
  parameter SPER_EOC_ID      = 0;
  parameter SPER_TIMER_ID    = 1;
  parameter SPER_EVENT_U_ID  = 2;
  parameter SPER_HWPE_ID     = 4;
  parameter SPER_ICACHE_CTRL = 5;
  parameter SPER_DMA_CL_ID   = 6;
  parameter SPER_DMA_FC_ID   = 7;
  parameter SPER_DECOMP_ID   = 8;  
  parameter SPER_EXT_ID      = 9; 
  parameter SPER_ERROR_ID    = 10;
endpackage
module instr_width_converter (
  input logic             clk_i,
  input logic             rst_ni,
  output logic            cache_req_o,
  input logic             cache_gnt_i,
  output logic [31:0]     cache_addr_o,
  input logic [127:0]     cache_r_rdata_i,
  input logic             cache_r_valid_i,
  input logic             core_req_i,
  output logic            core_gnt_o,
  input logic [31:0]      core_addr_i,
  output logic [31:0]     core_r_rdata_o,
  output logic            core_r_valid_o
  );
  logic       busy_d, busy_q;
  logic       cache_req_gnt;
  logic [1:0] word_sel_d, word_sel_q;
  logic [1:0] unused_addr;
  assign cache_req_gnt  = cache_req_o && cache_gnt_i;
  assign core_gnt_o     = cache_req_gnt;
  assign cache_req_o    = cache_r_valid_i && busy_q ? core_req_i :               
                                             busy_q ? 1'b0       : core_req_i;   
  assign cache_addr_o = {core_addr_i[31:4], 4'b0000};
  assign unused_addr  = core_addr_i[1:0];
  assign busy_d =   cache_req_gnt ? 1'b1 : 
                  cache_r_valid_i ? 1'b0 : busy_q;                     
  assign word_sel_d = cache_req_gnt ? core_addr_i[3:2] : word_sel_q;   
  always_comb begin : mux_r_data
    unique case (word_sel_q)
      2'b00   : core_r_rdata_o = cache_r_rdata_i[31:0];
      2'b01   : core_r_rdata_o = cache_r_rdata_i[63:32];
      2'b10   : core_r_rdata_o = cache_r_rdata_i[95:64];
      2'b11   : core_r_rdata_o = cache_r_rdata_i[127:96];
      default : core_r_rdata_o = cache_r_rdata_i[31:0];
    endcase  
  end
  assign core_r_valid_o = cache_r_valid_i;
  always_ff @(posedge clk_i or negedge rst_ni) begin : reg_control
    if(~rst_ni) begin
      busy_q      <= 1'b0;
      word_sel_q  <= '0;
    end else begin
      busy_q      <= busy_d;
      word_sel_q  <= word_sel_d;
    end
  end
endmodule
[flow/run.sh]
#!/bin/bash
# OpenROAD 26Q1-2900-gdf79404cd8, Yosys 0.63+post, stock flow scripts
make -C /OpenROAD-flow-scripts/flow DESIGN_CONFIG=/design/flow/config.mk WORK_HOME=/design/flow/orfs finish
==> results.txt <==
This memo summarizes the results of the implementation run.

Routing
For this run, the script counts the antenna cells in the layout as 0. The first-pass iteration count of the detailed router is 4. In this run, the number of DRC markers left after iteration 0 of detailed routing was 19. The total number of vias is 1314. The count of nets left with antenna violations once routing finished came out at 0. In the final routed layout, each cell accounts on average for 19.34 um. The routed design shows a via density per instance of 4.093. Wires add up to 6207 um. The residual DRC count is 0.

Setup path
Of all nets on the critical path, the largest fanout is 19. By startpoint and endpoint, the worst setup path is classified as flop to output pin. The OpenROAD report gives the critical path a data arrival time of 2.11 ns. STA classifies the critical path startpoint as a flop. STA classifies the critical path endpoint as an output pin. STA puts the critical path data required time at 2.64 ns.

Final timing
The ratio of final minimum period to clock period is 83.92%. Setup repair after global routing left no endpoint under its margin. The total negative slack for setup checks is 0 ns. The final timing report derives a shortest allowable period of between 2 and 3 ns. The achievable clock frequency is 0.3611 GHz. Per the finish-stage timing summary, setup violations number 0. The max-slew violation count is 0.

The number of hold violations in the final report is 0. The final setup skew is 0.001802 ns. The worst hold margin is slightly below 0.5 ns.

GRT
The global-route congestion overflow total is 0. The maximum number of pins on one net before global-route repair is 23. The number of global-route vias before repair came to 1536. The first global-routing pass estimated 8949 um of wire. The global-route total usage across every layer is 10.12%.

The initial antenna violation count is 0.

Final layout
The area taken by sequential standard cells is reported as 76.32 um2. The area growth from synthesis to layout is 131.1%. Counting the fill cells in the layout gives between 700 and 800. The total area of multi-input combinational cells is between 700 and 800 um2. In the final layout, the share of cells above drive strength 1 is 17.12%.

CTS
Looking at the post-CTS report, the setup buffer insertion count equals 0. The register clock-pin slew on the reported worst setup and hold paths is around 0.030 ns. In this run, post-CTS hold repair placed 0 buffers. In this run, post-CTS repair resized a total of 0 instances. The TritonCTS clock tree is yes.

The CTS log lists the clock sinks for this run as 3. The later pin in the worst-skew pair is clocked with a latency of 0.21 ns. The clock root buffer is clkbuf_8.

Clock tree synthesis inserted a total of 3 buffers. Looking at the clock tree report, the H-tree level count equals 1. The clock passes through at most 2 buffers.

Synthesis
The tally of yosys warning messages is 1. The mean instance size in the synthesized netlist is 14.25 um2. In the synthesized netlist the dominant register cell turns out to be dfrtp_1. The number of cells in Yosys stat is 84. Of all cell types, the one taking the most synthesized area is mux4_2. The count of flip-flops with a built-in enable after synthesis is 0.

Sorting the synthesized cells by area gives the leading types as mux4_2 55%, buf_4 21%, mux4_1 6.6%. The post-synth area from yosys stat is 1197 um2. The commonest cells after synthesis are 33 x buf_4, 29 x mux4_2. Of the post-synthesis cell area, the dominant cell type holds 54.55%. The portion of the post-synthesis area used by sequential elements is 6.270%. The number of different library cells in the post-synthesis netlist is 14. The number of storage elements in the synthesis netlist is 3. The post-synth design cell area is 1197 um2.

The instance tally after logic synthesis is 84. The share of flip-flops with an asynchronous set or reset after synthesis is 100.0%. The most frequently used cell type in the post-synthesis netlist is buf_4.

Floorplanning
The overall die size recorded for this design is 11450 um2. The initialized floorplan defines 31 standard-cell rows. The I/O pin count is 232. The die span in x is about 110 um.

Before placement the cells fill between 15 and 20% of the core. The core region is 7292 um2. According to the floorplan report, the die height is 107 um.

Pwr
The maximum vdd drop is between 200 and 250 uV. The power density of the placed cells is approximately 260 nW/um2. Per the OpenROAD power report, leakage power amounts to 0.0009856 uW.

Min path
The worst min-delay path class is flop to flop.

Place
Per the placement log, port buffering inserted approximately 170 buffers. The post-detailed-placement half-perimeter wirelength is about 5500 um. The final weighted congestion recorded by global placement is approximately 0.80.

Job
The max-cap check violation count is 0. Summing over the stages, the warning tally comes to 27.

Status
The flow ran to the end, and the final reports show no timing, DRC or antenna violations.
per-stage QoR:
stage                     utilization, %  power (uW)  setup WS (ns)  cells  area [um2]
final                              37.95       732.3         0.5306    321        2768
after detailed placement           37.34       644.2         0.6155    317        2723
after floorplan                        -       310.0          1.547     87        1209
after global placement             37.34       643.4         0.6257    317        2723
after global routing               37.95       790.0         0.3764    321        2768
after CTS                          37.95       753.4         0.4594    321        2768
path summary, 6_finish.rpt:
kind                       cells after the start  slack, ns     startpoint                 end
setup / recovery                               3       0.53  word_sel_q[0]  core_r_rdata_o[10]
hold / removal                                 2       0.49         busy_q              busy_q
setup reg to reg                               2       2.06  word_sel_q[0]       word_sel_q[0]
hold reg to reg                                2       0.49         busy_q              busy_q
max in group asynchronous                      1       2.52         rst_ni       word_sel_q[0]
min in group asynchronous                      1       0.63         rst_ni              busy_q
power by group:
group | switching, uW | total, uW | internal [uW]
sequential | 20.0 | 62.8 | 42.8
combinational | 119 | 565 | 446
clock | 22.7 | 105 | 82.3
total | 162 | 732 | 571
critical path, cell delays in order (launching register included):
cell	delay [ns]
dfrtp_2	0.67
buf_12	0.26
mux4_2	0.52
clkdlybuf4s50_1	0.44
layout by cell type (no fill, tap or decap):
cell,Yosys,final
nand2_1,2,2
clkbuf_8,0,3
nor2b_1,1,1
clkbuf_1,1,1
dfrtp_1,3,2
buf_4,33,2
and2_1,1,1
clkdlybuf4s50_1,0,169
mux4_1,3,3
conb_1,1,4
dfrtp_2,0,1
nand2b_1,1,1
mux2_2,2,2
mux4_2,29,29
buf_12,3,1
logic make-up after synthesis:
family,count (synthesis),share of synthesized area [%]
muxes,34,63.01
DFF,3,6.269
buffers and inverters,41,28.21
other,1,0.3132
and+or+nand+nor,5,2.196
cell type report:
| class | count | share of cell area (%) |
|---|---|---|
| Timing Repair Buffer | 172 | 62.39 |
| Multi-Input combinational cell | 43 | 28.75 |
| Tap cell | 99 | 4.476 |
| Sequential cell | 3 | 2.758 |
| Clock buffer | 4 | 1.627 |
state kept, by name, indices dropped and copies added, names as in the netlist:
register,cells
busy_q,1
word_sel_q,2
routing by layer:
| metal | vias up | part of all wire [%] | global-route usage, % |
|---|---|---|---|
| met5 | - | 0 | 0 |
| met4 | 0 | 0.47 | 1.064 |
| met3 | 4 | 11 | 4.609 |
| met2 | 114 | 48 | 16.99 |
| met1 | 612 | 40 | 12.10 |
| li1 | 584 | - | - |
Power is estimated from default activity; no workload was simulated.
